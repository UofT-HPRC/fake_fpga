File: /design/flow/config.mk
export PLATFORM = sky130hd
export DESIGN_NAME = main
export DESIGN_NICKNAME = main
export VERILOG_FILES = /design/flow/design.v
export SDC_FILE = /design/flow/constraint.sdc
export NUM_CORES = 4
export LEC_CHECK = 1
export CORE_UTILIZATION = 40
File: /design/flow/constraint.sdc
current_design main

set clk_period 3.6
set clk_io_pct 0.2

create_clock -name clk0 -period $clk_period [get_ports {CLOCK_50}]

set non_clock_inputs [all_inputs -no_clocks]
set_input_delay [expr $clk_period * $clk_io_pct] -clock clk0 $non_clock_inputs
set_output_delay [expr $clk_period * $clk_io_pct] -clock clk0 [all_outputs]
File: /design/flow/design.v
`timescale 1ns / 1ps
`default_nettype none
module main	(
		input wire CLOCK_50,             
        input wire [9:0] SW,             
		input wire [3:0] KEY,            
        output wire [(8*6) -1:0] HEX,    
        output reg [9:0] LED,            
		output wire [7:0] x,             
        output wire [6:0] y,
        output wire [2:0] colour,        
        output wire plot,                
        output wire vga_resetn           
);    
    always @(*) LED[9] <= SW[9];
    genvar i;
    generate for(i = 0; i < 9; i = i + 1) begin : graycodeleds
        always @(SW[i], LED[i+1]) LED[i] <= LED[i+1] ^ SW[i];
    end endgenerate
    reg [15:0] pattern = 16'h7FFF;
    reg [9:0] slow_clk = 0;
    always @(posedge CLOCK_50) begin
        if (slow_clk == 999) begin
            pattern <= {pattern[0], pattern[15:1]};
            slow_clk <= 0;
        end else begin
            slow_clk <= slow_clk + 1;
        end
    end
    function automatic [31:0] idx;
    input [2:0] digit;
    input [15:0] segment;
    reg   [2:0] seg_off;
    begin
        case (segment)
        "T": seg_off = 0;
        "TR": seg_off = 1;
        "BR": seg_off = 2;
        "B": seg_off = 3;
        "BL": seg_off = 4;
        "TL": seg_off = 5;
        "C": seg_off = 6;
        default: seg_off = 7;
        endcase
        idx = {(29'd0+digit), seg_off};
    end
    endfunction
    assign HEX[idx(0,"T")] = pattern[0];  
    assign HEX[idx(1,"T")] = pattern[1]; 
    assign HEX[idx(2,"T")] = pattern[2];  
    assign HEX[idx(3,"T")] = pattern[3];  
    assign HEX[idx(4,"T")] = pattern[4];  
    assign HEX[idx(5,"T")] = pattern[5];  
    assign HEX[idx(5,"TR")] = pattern[6]; 
    assign HEX[idx(5,"BR")] = pattern[7]; 
    assign HEX[idx(5,"B")] = pattern[8];  
    assign HEX[idx(4,"B")] = pattern[9];  
    assign HEX[idx(3,"B")] = pattern[10]; 
    assign HEX[idx(2,"B")] = pattern[11]; 
    assign HEX[idx(1,"B")] = pattern[12]; 
    assign HEX[idx(0,"B")] = pattern[13]; 
    assign HEX[idx(0,"BL")] = pattern[14];
    assign HEX[idx(0,"TL")] = pattern[15];
    assign HEX[idx(0,"TR")] = 1;
    assign HEX[idx(0,"BR")] = 1;
    assign HEX[idx(0,"C")] = 1;
    assign HEX[idx(0,"D")] = SW[0];
    generate for (i = 1; i < 5; i = i + 1) begin : clearunusedsegs
        assign HEX[idx(i,"TR")] = 1;
        assign HEX[idx(i,"BR")] = 1;
        assign HEX[idx(i,"TL")] = 1;
        assign HEX[idx(i,"BL")] = 1;
        assign HEX[idx(i,"C")] = KEY[4 - i];
        assign HEX[idx(i,"D")] = 1;
    end endgenerate
    assign HEX[idx(5,"TL")] = 1;
    assign HEX[idx(5,"BL")] = 1;
    assign HEX[idx(5,"C")] = 1;
    assign HEX[idx(5,"D")] = 1;
    reg [7:0] x_i = 0;
    reg [6:0] y_i = 0;
    reg [2:0] col_i = 3'd1;
    always @(posedge CLOCK_50) begin
        if (y_i == 119) begin
            y_i <= 0;
            if (x_i == 159) begin 
                x_i <= 0;
            end else begin
                x_i <= x_i + 1;
            end
        end else begin 
            y_i <= y_i + 1;
        end
        if (col_i < 7) begin
            col_i <= col_i + 1;
        end else begin
            col_i <= 3'd1;
        end
    end
    assign x = x_i;
    assign y = y_i;
    assign colour = col_i;
    assign plot = 1;
    assign vga_resetn = 1;
endmodule
File: /design/flow/run.sh
#!/bin/bash
# OpenROAD 26Q1-2900-gdf79404cd8, Yosys 0.63+post, stock flow scripts
make -C /OpenROAD-flow-scripts/flow DESIGN_CONFIG=/design/flow/config.mk WORK_HOME=/design/flow/orfs finish
==> changes_impl.md <==
## Flow update

* Status: finished clean
* Minimum clock period at 3.456 ns
* Share of cells above drive strength 1 at 6.250%
* CTS H-tree depth at 2
* Hold/Removal Path Class: reg2reg
* Post-Synth XOR/XNOR Area at 13.04%
* Aoi share at 3.947%
* Clock-pin slew on the worst setup and hold paths at 0.08 ns
* N_diodes at 0
* Seq cells post-synth at 44
* Register-to-register setup slack at 1.62 ns
* CP Cell Sequence: clkdlybuf4s50_1, xnor2_2, xor2_1, xnor3_2, xor2_1, clkdlybuf4s50_1
* DR iter-0 viols at 69
* Clock Tree Root: clkbuf_8
* Latency at later pin at 0.29 ns
* Post-CTS Resized at 0
* Synth unique cells at 33
* Peak supply drop at 0.2157 mV
* Yosys warnings at 1
* Largest net degree at the start of global routing at 22
* Synth-to-layout area growth at 28.83%
* Chip Area, Yosys at 2092 sq um
* Top Ports at 93
* # setup viols final at 0
* Clock skew at 0.005475 ns
* Drt drc at 0
* Mapped Area at 2092 sq um
* F_max at 0.2894 GHz
* Routed WL at 3302 um
* Post-route ant nets at 0
* Tool Warnings at 25
* Critical Path RT at 2.88 ns
* GR Util met2 at 16.16%
* CP Class: in2out
* GRT overflow at 0
* RD Place Congestion at 0.7632
* Avg Vias per Cell at 4.303
* Dominant combinational family: buffers and inverters
* Sequential fraction of the synthesis area at 53.59%
* Gr busiest metal: met1
* Register-to-Register Path Depth at 4
* Initial antenna violation count at 0
* Final hold viol count at 0
* Mux share at 0.9569%
* Dominant logic cell type in the layout: clkdlybuf4s50_1
* Die Width at 74.32 um
* Num Clock Sinks at 44
* Std cell rows at 25
* RR Endpoint: x_i[3]
* DR vias at 1321
* Critical R2R Launch: y_i[0]
* CTS tree: built
* Crit path buffers/inverters at 2
* Slew Limit Fails at 0
* Die extent in y at 74.32 um
* Hold-fix buffers, CTS at 0
* And+or+nand+nor area frac at 12.26%
* CP endpoint: LED[0]
* Post-synth EDFFs at 24
* Fin Setup TNS at 0 ns
* CTS Buf Count at 5
* Hold depth at 1
* Crit-path max FO at 4
* Max_cap viols at 0
* Crit-path leading delay family: XOR/XNOR gates
* WL/cell at 10.76 um
* Area leader, netlist: edfxtp_1
* Worst EP arrival at 2.74 ns
* Final HPWL DP at 2411 um
* Final period utilization at 95.99%
* Total GRT Usage at 12.24%
* # Post-CTS Setup Buffers at 0
* Worst-path cell with the longest stage delay: xnor3_2
* Fp_density at 42.87%
* Die footprint at 5523 sq um
* RSZ-0062 raised after global routing: false
* Buffers on Ports at 55
* Crit. Startpoint: SW[9]
* Pwr dens at 364.9 nW/um^2
* Average footprint of a synthesized cell at 11.49 sq um
* LEAKAGE at 0.001093 uW
* Most common logic cells in the final layout: 55 x clkdlybuf4s50_1, 29 x conb_1, 24 x edfxtp_1
* Core box area at 4880 sq um
* Drt pass-1 iters at 4
* Yosys Instances at 182
* Longest Clk Path Bufs at 2
* Global Route met1 Usage at 22.49%
* CP endpoint kind: output port
* WP depth at 6
* Vias in the first global route at 1071
* Top cells by area: edfxtp_1 34%, dfxtp_1 19%, buf_4 13%
* GRT met3 Usage at 2.335%
* Synthesized instance count at 182
* Ys async rst share at 0%
* Slew @ Worst Pin at 0.7166 ns
* Adder Share, Synth at 2.392%
* Ys flop type: edfxtp_1
* Top cell area share at 34.45%
* Worst stage delay on the critical path at 0.47 ns
* Crit start category: input port
* Global-route wire length before repair at 5016 um
* Max transition margin at 52.12%
* Pwr Total at 983.5 uW
state kept, by name, summed over array words and instances, names as in the netlist:
name,flops
pattern,16
x_i,8
col_i,3
slow_clk,10
y_i,7
synth_stat cells (3+ instances only):
cell,number
buf_4,35
dfxtp_1,20
edfxtp_1,24
ha_1,4
inv_1,6
nand2_1,11
nand3_1,10
nor2_1,15
nor2b_1,3
o21ai_0,3
xnor2_1,9
xor2_1,13
through the flow:
step	utilization, %	setup slack (ns)	area, sq um	std cells	hold slack (ns)
4_1_cts	55.23	0.1417	2695	307	0.4447
6_report	55.23	0.1443	2695	307	0.4413
2_1_floorplan	-	0.4933	2197	210	0.3888
5_1_grt	55.23	0.03899	2695	307	0.4743
3_3_place_gp	53.08	0.1358	2590	299	0.4247
3_5_place_dp	53.08	0.1354	2590	299	0.4236
logic make-up after synthesis:
| group | Yosys count |
|---|---|
| xor+xnor | 26 |
| fa+ha+maj | 4 |
| other cells | 1 |
| buf+inv | 41 |
| compound gates | 12 |
| simple gates | 52 |
| mux | 2 |
| flops | 44 |
report_power, final:
group	switching [uW]	internal [uW]	leakage, uW
clock	166	178	0.0000566
combinational	27.0	89.7	0.000596
sequential	0	523	0.000440
metal layers:
layer / up-vias / wire (um)
met5: - / 0
met1: 586 / 1662
met3: 4 / 252
li1: 672 / -
met2: 59 / 1330
met4: 0 / 56
layout make-up:
class,instances,area (sq um)
clock buffer,6,93.84
sequential,44,1121
multi-input combinational,125,797.0
timing repair buffer,57,565.5
inverter,6,22.52
tap,67,83.83
fill,437,2185
clock inverter,2,11.26
worst reg2reg max path, cell delays in order (launching register included):
cell,delay (ns)
dfxtp_1,0.39
ha_1,0.23
nand4_1,0.15
nor3b_1,0.64
buf_4,0.30
how the worst min path moves through the flow:
stage,endpoint,startpoint
4_1_cts,col_i[0],col_i[0]
5_1_grt,pattern[14],pattern[15]
6_report,col_i[0],col_i[0]
No activity file was given, so power comes from the tool's default toggle rates.
